File: /design/flow/run.sh
#!/bin/bash
# OpenROAD 26Q1-2900-gdf79404cd8, Yosys 0.63+post, stock flow scripts
make -C /OpenROAD-flow-scripts/flow DESIGN_CONFIG=/design/flow/config.mk WORK_HOME=/design/flow/orfs finish
File: /design/flow/config.mk
export PLATFORM = sky130hd
export DESIGN_NAME = uart_edge_detection
export DESIGN_NICKNAME = uart_edge_detection
export VERILOG_FILES = /design/flow/design.v
export SDC_FILE = /design/flow/constraint.sdc
export NUM_CORES = 4
export LEC_CHECK = 1
export CORE_UTILIZATION = 40
File: /design/flow/constraint.sdc
current_design uart_edge_detection

set clk_period 4.4
set clk_io_pct 0.2

create_clock -name clk0 -period $clk_period [get_ports {clk}]

set non_clock_inputs [all_inputs -no_clocks]
set_input_delay [expr $clk_period * $clk_io_pct] -clock clk0 $non_clock_inputs
set_output_delay [expr $clk_period * $clk_io_pct] -clock clk0 [all_outputs]
File: /design/flow/design.v
module uart_edge_detection (
    input logic clk,           
    input logic rst_n,         
    input logic uart_rx,       
    output logic uart_tx,      
    output logic led_rx,       
    output logic led_tx,       
    output logic data_ready    
);
    parameter CLOCK_FREQ = 50000000;    
    parameter BAUD_RATE  = 115200;
    parameter BAUD_DIV   = CLOCK_FREQ / BAUD_RATE;
    parameter THRESHOLD  = 4;           
    logic [7:0] rx_data;
    logic rx_done;
    logic [7:0] processed_data;
    logic tx_start;
    logic tx_busy;
    logic [7:0] image_data [0:63];     
    logic [7:0] conv_result [0:35];    
    logic [5:0] rx_counter;            
    logic [5:0] tx_counter;            
    typedef enum logic [1:0] {IDLE, RECEIVE, PROCESS, SEND} state_t;
    state_t state, next_state;
    uart_rx #(
        .BAUD_DIV(BAUD_DIV)
    ) uart_receiver (
        .clk(clk),
        .rst_n(rst_n),
        .rx(uart_rx),
        .data_out(rx_data),
        .data_valid(rx_done)
    );
    uart_tx #(
        .BAUD_DIV(BAUD_DIV)
    ) uart_transmitter (
        .clk(clk),
        .rst_n(rst_n),
        .tx_start(tx_start),
        .data_in(processed_data),
        .tx_busy(tx_busy),
        .tx(uart_tx)
    );
    always_ff @(posedge clk or negedge rst_n) begin
        if (!rst_n)
            state <= IDLE;
        else
            state <= next_state;
    end
    always_comb begin
        case (state)
            IDLE:      next_state = (rx_done) ? RECEIVE : IDLE;
            RECEIVE:   next_state = (rx_counter == 6'd63) ? PROCESS : RECEIVE;
            PROCESS:   next_state = SEND;
            SEND:      next_state = (tx_counter == 6'd36 && !tx_busy) ? IDLE : SEND;
            default:   next_state = IDLE;
        endcase
    end
    always_ff @(posedge clk or negedge rst_n) begin
        if (!rst_n) begin
            rx_counter <= 6'd0;
        end else if (state == RECEIVE && rx_done) begin
            image_data[rx_counter] <= rx_data;
            rx_counter <= rx_counter + 1;
        end else if (state == IDLE) begin
            rx_counter <= 6'd0;
        end
    end
    integer i, j, k, l;
    reg [3:0] sum;
    always_ff @(posedge clk or negedge rst_n) begin
        if (!rst_n) begin
            for (i = 0; i < 36; i = i + 1)
                conv_result[i] <= 8'd0;
        end else if (state == PROCESS) begin
            for (i = 0; i < 6; i = i + 1) begin
                for (j = 0; j < 6; j = j + 1) begin
                    sum = 0;
                    for (k = 0; k < 3; k = k + 1) begin
                        for (l = 0; l < 3; l = l + 1) begin
                            sum = sum + image_data[(i + k) * 8 + (j + l)][0];
                        end
                    end
                    conv_result[i * 6 + j] <= (sum >= THRESHOLD) ? 8'b1 : 8'b0;
                end
            end
        end
    end
    always_ff @(posedge clk or negedge rst_n) begin
        if (!rst_n) begin
            tx_counter <= 6'd0;
            tx_start <= 1'b0;
            processed_data <= 8'd0;
        end else if (state == SEND) begin
            if (!tx_busy && !tx_start) begin
                tx_start <= 1'b1;
                processed_data <= conv_result[tx_counter];
                tx_counter <= tx_counter + 1;
            end else if (tx_start && tx_busy) begin
                tx_start <= 1'b0;
            end
        end else begin
            tx_counter <= 6'd0;
            tx_start <= 1'b0;
        end
    end
    always_ff @(posedge clk or negedge rst_n) begin
        if (!rst_n) begin
            led_rx <= 1'b0;
            led_tx <= 1'b0;
            data_ready <= 1'b0;
        end else begin
            led_rx <= (state == RECEIVE) ? rx_done : 1'b0;
            led_tx <= (state == SEND) ? ~tx_busy : 1'b0;
            data_ready <= (state == SEND);  
        end
    end
endmodule
module uart_rx #(
    parameter BAUD_DIV = 434   
) (
    input logic clk,
    input logic rst_n,
    input logic rx,
    output logic [7:0] data_out,
    output logic data_valid,
	 	output logic [7:0] leds
);
    logic [11:0] baud_counter;
    logic [3:0] bit_count;
    logic [7:0] rx_shift;
    logic rx_active;
    always_ff @(posedge clk or negedge rst_n) begin
        if (!rst_n) begin
            baud_counter <= 0;
            bit_count <= 0;
            rx_active <= 0;
            data_valid <= 0;
            rx_shift <= 8'b0;   
        end else begin
            if (!rx_active && !rx) begin
                rx_active = 1;
                baud_counter = BAUD_DIV / 2;
                bit_count = 0;
                rx_shift = 8'b0;   
            end else if (rx_active) begin
                if (baud_counter == 0) begin
                    baud_counter <= BAUD_DIV;
                    if (bit_count < 9) begin
                        rx_shift = {rx, rx_shift[7:1]};   
                        bit_count = bit_count + 1;
                    end else begin
                        rx_active <= 0;
                        data_out = rx_shift;  
								leds = rx_shift;
                        data_valid = 1;
                    end
                end else begin
                    baud_counter <= baud_counter - 1;
                end
            end else begin
                data_valid <= 0;
            end
        end
    end
endmodule
module uart_tx #(
    parameter BAUD_DIV = 434
) (
    input logic clk,
    input logic rst_n,
    input logic tx_start,
    input logic [7:0] data_in,
    output logic tx_busy,
    output logic tx
);
    logic [9:0] tx_shift;   
    logic [3:0] bit_count;
    logic [11:0] baud_counter;
    logic tx_active;
    always_ff @(posedge clk or negedge rst_n) begin
        if (!rst_n) begin
            tx_active <= 0;
            baud_counter <= 0;
            tx_busy <= 0;
            tx <= 1;   
        end else begin
            if (tx_start && !tx_active) begin
                tx_active <= 1;
                tx_shift <= {1'b1, data_in, 1'b0};   
                baud_counter <= BAUD_DIV;
                bit_count <= 0;
                tx_busy <= 1;
            end else if (tx_active) begin
                if (baud_counter == 0) begin
                    baud_counter <= BAUD_DIV;
                    tx <= tx_shift[0];   
                    tx_shift <= {1'b1, tx_shift[9:1]};   
                    bit_count <= bit_count + 1;
                    if (bit_count == 9) begin   
                        tx_active <= 0;
                        tx_busy <= 0;
                    end
                end else begin
                    baud_counter <= baud_counter - 1;
                end
            end
        end
    end
endmodule
==> flow_metrics.rpt <==
==== FLOW RESULTS ====
----------------------------------------------------
[Place]
  Placed Area ........................ 0.01288 mm²
  Routability congestion estimate from global placement ........................ 0.8571
  Port bufs ........................ 6
  Placed Cells incl. Taps ........................ 1,566
  DP Wirelength ........................ 18,580 µm

[Floorplanning]
  Total die size ........................ 0.03174 mm²
  Fp_density ........................ 40.57%
  Overall die height ........................ 178.1 µm
  Core ar. ........................ 0.03059 mm²
  Row count ........................ 64
  Chip width ........................ 178.1 µm
  Total I/O pin count ........................ 7

[Final timing]
  Tightest hold margin ........................ 0.2581 ns
  RSZ-0062 raised after global routing ........................ no
  Slew Limit Headroom ........................ 46.23%
  Final count of negative-setup-slack endpoints ........................ 0
  Clock skew after layout ........................ 0.01336 ns
  Pins Over Slew Limit ........................ 0
  Fin. Hold Viols ........................ 0
  Setup TNS after final layout ........................ 0 ns
  Final critical-path required period ........................ 3.359 ns
  Worst-Margin Slew ........................ 0.8066 ns
  Final period util ........................ 76.34%
  Max Clock Freq ........................ 297.7 MHz

[Drt]
  Remaining number of nets flagged by the antenna check after routing ........................ 0
  Count of inserted antenna diode cells ........................ 0
  WL final ........................ 25,680 µm
  Number of detailed-routing iterations run before antenna repair ........................ 4
  Post-DR wirelength/cell ........................ 16.07 µm
  Routed vias ........................ 7,964
  DRC violation total after the first TritonRoute iteration ........................ 475
  Routed vias/inst ........................ 4.984
  Residual DRC count ........................ 0

[Synth]
  Simple-Gate Area Share ........................ 10.27%
  Cell count after synthesis ........................ 1,192
  Syn Area/Cell ........................ 10.41 µm²
  Post-Syn Area ........................ 0.01241 mm²
  Ao+oa area frac ........................ 10.94%
  Yosys cell count ........................ 1,192
  Area of the synthesized netlist per yosys stat ........................ 0.01241 mm²
  Post-synthesis sequential area ratio ........................ 38.65%
  Total number of yosys warnings ........................ 5
  Flip-flop cell with the highest count after synthesis ........................ dfrtp_1
  Count of distinct cell types in the synthesized netlist ........................ 64
  Adder and majority gate portion of the synthesized area ........................ 29.92%
  Flip-flops with a built-in enable ........................ 78
  Synth Register Bits ........................ 176
  Largest logic family ........................ adder cells
  Mux contribution to synthesized area ........................ 0.8065%
  Post-synthesis xor/xnor area fraction ........................ 1.129%
  Synth async-reset ratio ........................ 55.68%

[Setup path]
  CP startpoint kind ........................ flip-flop
  Worst reg-to-reg path cell count ........................ 9
  Master of the slowest instance on the critical path ........................ a211oi_1
  Data arrival time of the critical path ........................ 3.64 ns
  Longest individual stage delay on the worst path ........................ 0.67 ns
  Required @ worst endpoint ........................ 4.68 ns
  Most common cell on crit path ........................ fa_1
  Classification of the worst setup path ........................ flip-flop to flip-flop
  CP Max Fanout ........................ 2
  Worst Setup End Kind ........................ flip-flop
  Cells along the critical path ........................ inv_1 -> fa_1 -> fa_1 -> fa_1 -> inv_1 -> ha_1 -> a21o_1 -> a211oi_1 -> a21oi_1

[Clock tree]
  Number of buffers created by CTS ........................ 17
  H-tree level count ........................ 4
  Later-pin clock latency in the skew report ........................ 0.44 ns
  Clk pin slew, worst setup/hold paths ........................ 0.07 ns
  Cts-stage hold buffer count ........................ 0
  Longest Clk Path Bufs ........................ 2
  Clock Tree Root ........................ clkbuf_16
  Buffers inserted during post-CTS setup optimization ........................ 0
  Number of sinks handled by clock tree synthesis ........................ 176
  CTS tree ........................ yes
  Post-cts resize count ........................ 0

[GRT]
  Vias in the first global route ........................ 8,071
  GRT overflow ........................ 0
  Global-route wire length before repair ........................ 43,010 µm
  Maximum number of pins on one net before global-route repair ........................ 74
  GRT Overall Usage ........................ 18.77%
  Antenna violations before repair ........................ 0

[Run]
  Number of violations of the max-capacitance limit ........................ 0
  Count of warning messages emitted by the tools ........................ 35

[Pwr]
  Max VDD drop ........................ 0.0002509 V
  Power per Cell Area ........................ 256.2 mW/mm²
  Total power consumption of the routed design ........................ 3.452 mW
  Leakage component of the power ........................ 6.381 nW

[Cells and area]
  Share of final-layout standard cells stronger than drive strength 1 ........................ 4.742%
  FF+latch area ........................ 0.004798 mm²
  Post-synthesis to final-layout area growth ........................ 8.559%
  MI comb area ........................ 0.006586 mm²
  Fill cell count ........................ 2,855
  Fin area ........................ 0.01347 mm²
  Final cell count without fillers ........................ 1,598

[Status]
  Result of the run ........................ finished, final reports clean

[Worst hold path]
  Hold Crit Class ........................ input port to asynchronous set/reset pin

----------------------------------------------------
[stage by stage]
step	worst slack [ns]	util, %
finish	1.041	44.04
global route	0.8302	44.04
CTS	0.9998	44.04
detailed placement	1.028	42.11
global placement	1.006	42.11
floorplan	1.407	-
[worst max-delay path: cells and delay by family (launching register included)]
family	cells	cell delay, ns
adder cells (fa/ha/maj)	4	1.68
buffers and inverters	2	0.18
flip-flops	1	0.35
AND-OR/OR-AND	3	1.00
[cells in the mapped netlist, types with 3 or more instances]
| library cell | number | area, µm² |
|---|---|---|
| inv_1 | 233 | 874.6 |
| nor2_1 | 144 | 540.5 |
| ha_1 | 124 | 1551 |
| fa_1 | 108 | 2162 |
| dfrtp_1 | 96 | 2402 |
| edfxtp_1 | 78 | 2342 |
| nand2_1 | 60 | 225.2 |
| a21oi_1 | 51 | 255.2 |
| a21o_1 | 40 | 300.3 |
| a211oi_1 | 39 | 292.8 |
| o21ai_0 | 34 | 170.2 |
| clkbuf_1 | 24 | 90.09 |
| nand3_1 | 20 | 100.1 |
| xnor2_1 | 10 | 87.58 |
| and2_1 | 8 | 50.05 |
| nor3_1 | 8 | 40.04 |
| buf_2 | 7 | 35.03 |
| o31ai_1 | 7 | 52.55 |
| nor2b_1 | 6 | 37.54 |
| xor2_1 | 6 | 52.55 |
| a22o_1 | 5 | 43.79 |
| and3_1 | 5 | 31.28 |
| nand2b_1 | 5 | 31.28 |
| a22oi_1 | 4 | 30.03 |
| buf_1 | 4 | 15.01 |
| mux2_2 | 4 | 45.04 |
| mux2i_1 | 4 | 40.04 |
| or3_1 | 4 | 25.02 |
| a222oi_1 | 3 | 30.03 |
| nor4_1 | 3 | 18.77 |
[kinds of logic after synthesis]
logic type | count (synthesis)
fa+ha+maj | 232
xor+xnor | 16
buf+inv | 271
simple gates | 283
mux | 9
compound gates | 205
flops | 176
[routing by layer]
layer	GRT usage (%)	share of wire (%)	routed length, µm	vias to the layer above
met2	27.37	45	11520	177
li1	-	-	-	3912
met5	0	0	0	-
met1	29.13	46	11720	3853
met4	2.528	1.6	399	0
met3	6.801	7.9	2039	22
[cell type report]
cell class	count	area share [%]
Clock buffer	22	3.761
Inverter	235	6.547
Tap cell	396	3.678
Timing Repair Buffer	14	0.8730
Sequential cell	176	35.61
Multi-Input combinational cell	745	48.89
Clock inverter	10	0.6408
[sequential cells by signal (all words and copies together) (netlist names), 4 cells and up]
register,count
uart_receiver.baud_counter,12
rx_counter,6
tx_counter,6
uart_transmitter.tx_shift,9
uart_receiver.rx_shift,8
image_data,64
uart_transmitter.baud_counter,12
state,4
conv_result,36
uart_receiver.bit_count,4
uart_transmitter.bit_count,4
[power by group]
| part | internal, mW | total [mW] | switching (mW) | leakage (nW) |
|---|---|---|---|---|
| Sequential | 1.75 | 1.80 | 0.0444 | 2.00 |
| Combinational | 0.0500 | 0.128 | 0.0776 | 4.08 |
| Clock | 0.838 | 1.53 | 0.689 | 0.297 |
| Total | 2.64 | 3.45 | 0.811 | 6.38 |
[final timing paths]
path,startpoint,end,slack (ns)
max in group asynchronous,rst_n,conv_result[17][0],2.56
worst min register to register,state[3],data_ready,0.42
min in group clk0,state[3],data_ready,0.42
worst min-delay path,rst_n,rx_counter[4],0.26
worst max-delay path,image_data[1],conv_result[0][0],1.04
worst max register to register,image_data[1],conv_result[0][0],1.04
[cells in the final DEF, fill, tap and decap left out, types with 39 or more instances in the layout]
cell type,count
edfxtp_1,78
nor2_1,144
nand2_1,60
dfrtp_1,95
ha_1,124
inv_1,233
a21o_1,40
a211oi_1,39
fa_1,108
a21oi_1,51
No activity file was given, so power comes from the tool's default toggle rates.
