## config.mk

```make
export PLATFORM = sky130hd
export DESIGN_NAME = uart_echo
export DESIGN_NICKNAME = uart_echo
export VERILOG_FILES = /design/flow/design.v
export SDC_FILE = /design/flow/constraint.sdc
export NUM_CORES = 4
export LEC_CHECK = 1
export CORE_UTILIZATION = 50
```

## constraint.sdc

```tcl
current_design uart_echo

set clk_period 5.8
set clk_io_pct 0.2

create_clock -name clk0 -period $clk_period [get_ports {clk}]

set non_clock_inputs [all_inputs -no_clocks]
set_input_delay [expr $clk_period * $clk_io_pct] -clock clk0 $non_clock_inputs
set_output_delay [expr $clk_period * $clk_io_pct] -clock clk0 [all_outputs]
```

## design.v

```verilog
module uart_echo (
    input logic clk,           
    input logic rst_n,         
    input logic uart_rx,       
    output logic uart_tx,      
    output logic led_rx,       
    output logic led_tx,       
	 output logic [7:0] leds
);
    parameter CLOCK_FREQ = 50000000;    
    parameter BAUD_RATE  = 115200;
    parameter BAUD_DIV   = CLOCK_FREQ / BAUD_RATE;
	 parameter DELAY_VALUE = 10;   
	 reg [3:0] delay_counter = 0;   
    logic [7:0] rx_data;
    logic rx_done;
    uart_rx #(
        .BAUD_DIV(BAUD_DIV)
    ) uart_receiver (
        .clk(clk),
        .rst_n(rst_n),
        .rx(uart_rx),
        .data_out(rx_data),
        .data_valid(rx_done),
		  .leds(leds)
    );
    logic tx_start;
    logic tx_busy;
    uart_tx #(
        .BAUD_DIV(BAUD_DIV)
    ) uart_transmitter (
        .clk(clk),
        .rst_n(rst_n),
        .tx_start(tx_start),
        .data_in(rx_data), 
        .tx_busy(tx_busy),
        .tx(uart_tx)
    );
    always_ff @(posedge clk or negedge rst_n) begin
        if (!rst_n) begin
            tx_start <= 1'b0;
            led_rx   <= 1'b0;
            led_tx   <= 1'b0;
        end else begin
            if (rx_done) begin
                tx_start <= 1'b1;   
                led_rx   <= 1'b1;   
            end else if (tx_start && !tx_busy) begin
                tx_start <= 1'b0;
                led_rx   <= 1'b0;
                led_tx   <= 1'b1;   
            end else if (tx_busy) begin
                led_tx   <= 1'b1;
            end else begin
                led_tx   <= 1'b0;
            end
        end
    end
endmodule
module uart_rx #(
    parameter BAUD_DIV = 434   
) (
    input logic clk,
    input logic rst_n,
    input logic rx,
    output logic [7:0] data_out,
    output logic data_valid,
	 	output logic [7:0] leds
);
    logic [11:0] baud_counter;
    logic [3:0] bit_count;
    logic [7:0] rx_shift;
    logic rx_active;
    always_ff @(posedge clk or negedge rst_n) begin
        if (!rst_n) begin
            baud_counter <= 0;
            bit_count <= 0;
            rx_active <= 0;
            data_valid <= 0;
            rx_shift <= 8'b0;   
        end else begin
            if (!rx_active && !rx) begin
                rx_active = 1;
                baud_counter = BAUD_DIV / 2;
                bit_count = 0;
                rx_shift = 8'b0;   
            end else if (rx_active) begin
                if (baud_counter == 0) begin
                    baud_counter <= BAUD_DIV;
                    if (bit_count < 9) begin
                        rx_shift = {rx, rx_shift[7:1]};   
                        bit_count = bit_count + 1;
                    end else begin
                        rx_active <= 0;
                        data_out = rx_shift;  
								leds = rx_shift;
                        data_valid = 1;
                    end
                end else begin
                    baud_counter <= baud_counter - 1;
                end
            end else begin
                data_valid <= 0;
            end
        end
    end
endmodule
module uart_tx #(
    parameter BAUD_DIV = 434
) (
    input logic clk,
    input logic rst_n,
    input logic tx_start,
    input logic [7:0] data_in,
    output logic tx_busy,
    output logic tx
);
    logic [9:0] tx_shift;   
    logic [3:0] bit_count;
    logic [11:0] baud_counter;
    logic tx_active;
    always_ff @(posedge clk or negedge rst_n) begin
        if (!rst_n) begin
            tx_active <= 0;
            baud_counter <= 0;
            tx_busy <= 0;
            tx <= 1;   
        end else begin
            if (tx_start && !tx_active) begin
                tx_active <= 1;
                tx_shift <= {1'b1, data_in, 1'b0};   
                baud_counter <= BAUD_DIV;
                bit_count <= 0;
                tx_busy <= 1;
            end else if (tx_active) begin
                if (baud_counter == 0) begin
                    baud_counter <= BAUD_DIV;
                    tx <= tx_shift[0];   
                    tx_shift <= {1'b1, tx_shift[9:1]};   
                    bit_count <= bit_count + 1;
                    if (bit_count == 9) begin   
                        tx_active <= 0;
                        tx_busy <= 0;
                    end
                end else begin
                    baud_counter <= baud_counter - 1;
                end
            end
        end
    end
endmodule
```

## run.sh

```bash
#!/bin/bash
# OpenROAD 26Q1-2900-gdf79404cd8, Yosys 0.63+post, stock flow scripts
make -C /OpenROAD-flow-scripts/flow DESIGN_CONFIG=/design/flow/config.mk WORK_HOME=/design/flow/orfs finish
```

==> out/metrics.cfg <==
[run_status]
status=complete, no violations

[clocking]
ctsResizeCount=0
cts_buffer_depth=2
cts_setup_buffers=0
postCtsHoldBufs=0
cts.sinks=64
cts.htree.levels=3
cts_root_buf=clkbuf_8
cts_made_buffers=9
cts.reportedPaths.clkPinSlew_ns=0.07
cts_tree=yes
clk_latency_ns=0.33

[power_and_ir_drop]
p_leak_nw=1.44
vdd_drop_max_v=0.000173
clkPwrFrac_pct=32.5
p_comb_share_pct=17.6
p_sw_share_pct=30.1
power_frac_seq_pct=49.8
p_total_w=0.00114
powerDensity_nw_per_um2=333
switchingPower_w=0.000344
p_int_w=0.000799

[timing]
whs_ns=0.454
max_clock_freq_mhz=386
finalWorstSetupSlack_ns=3.21
slew_violations=0
finalHoldViolCount=0
setup_viol=0
period_minus_slack_ns=2.59
worst-slew-pin-transition_ns=0.623
finalCritPeriodShare_pct=44.6
rsz0062_at_grt=false
finClkSkew_ns=0.00572
final.setup.tns_ns=0
slew_headroom_pct=58.1

[floorplan]
ios=14
fp.dieH_um=80.0
die_w_um=80.0
core_area_um2=5890
rows=28
initCoreUtil_pct=51.7
chipArea_um2=6400

[global_route]
grt_max_degree=46
grt_pass1_vias=1952
antenna_found_initial=0
grt_pass1_wl_um=9120
grt_remaining_overflow=0
track_usage_pct=19.3

[synthesis]
syn-cell-area_um2=3040
edf_count=21
syn_inst=285
synth.avg_cell_area_um2=10.7
ys.flop_type=dfrtp_1
topCellsByArea=dfrtp_1, edfxtp_1, nand2_1
ys_chip_area_um2=3040
top_cell_area_share_pct=34.5
synth_cell_types=54
largest_area_cell=dfrtp_1
ys_seq_share_pct=56.1
yosysWarnings=3
async_flop_share_pct=67.2
yosys_cells=285
numSynthFlops=64

[final_layout]
drive_gt1_share_pct=11.1
area_delta_synth_final_pct=12.9
layout.cells.non_filler=382

[detailed_routing]
vias=2040
wire_per_inst_um=13.8
vias_per_cell=5.34
drtIter0Drc=82
diodes=0
totalWireLength_um=5260
ant_nets=0
drt_pre_antenna_iters=4
drc_errors=0

[place]
hpwlAfterDp_um=3520
port_buffers=13
dp.cells=366
pre_cts_slack_ns=3.08
gp_congestion=0.822

[setup_path]
cp.buffers_inverters=0
worstSetupPathType=reg2reg
critPathMaxStageDelay_ns=0.62
cp_max_fo=13
cp-start-kind=flop
r2r_slack_ns=3.21
crit_path_end_kind=flop
critical_path_required_ns=5.77
crit_family=simple AND/OR/NAND/NOR gates
crit_path_cell_trace=or4_1, nor3_1, a31o_2, and2_1
crit_path_top_delay_cell=or4_1
arrival_ns=2.56

[worst_hold_path]
hold_class=reg2reg

[run]
tool_warnings=29
maxCapViolations=0

## power groups by stage
stage	Sequential, W	Combinational, W	Clock, W
4_1_cts	0.000569	0.000202	0.000385
5_1_grt	0.000579	0.000229	0.000407
6_report	0.000570	0.000201	0.000372
## area by class of cell
class,count,area (µm²)
Clock buffer,9,124
Clock inverter,7,71.3
Fill cell,494,2450
Inverter,9,33.8
Multi-Input combinational cell,202,1260
Sequential cell,64,1710
Tap cell,75,93.8
Timing Repair Buffer,16,148
## worst register-to-register path: stages, from the launching register on
cell	delay, ns
dfrtp_1	0.40
or4_1	0.62
nor3_1	0.41
a31o_2	0.30
and2_1	0.50
## Yosys cell counts (3+ instances only)
library cell / count
nand2_1: 46
dfrtp_1: 42
nor2_1: 32
edfxtp_1: 21
mux2i_1: 10
clkbuf_1: 9
inv_1: 9
o21ai_0: 9
ha_1: 8
nand3_1: 8
xor2_1: 7
a21oi_1: 6
nor3_1: 6
and3_1: 4
nor4_1: 4
xnor2_1: 4
a21o_1: 3
and2_1: 3
nand2b_1: 3
nor3b_1: 3
o211ai_1: 3
o31ai_1: 3
or3_1: 3
or4_1: 3
## sequential cells by signal, indices dropped and copies added, names as in the netlist, 4 cells and up
register                       count
uart_receiver.baud_counter        12
uart_receiver.bit_count            4
uart_receiver.leds                 8
uart_receiver.rx_shift             8
uart_transmitter.baud_counter     12
uart_transmitter.bit_count         4
uart_transmitter.tx_shift          9
## worst paths after layout
path | start | end | cells after the start
setup / recovery | uart_transmitter.baud_counter[6] | uart_transmitter.tx_shift[2] | 4
hold / removal | uart_receiver.rx_shift[0] | uart_receiver.leds[0] | 0
setup reg to reg | uart_transmitter.baud_counter[6] | uart_transmitter.tx_shift[2] | 4
hold reg to reg | uart_receiver.rx_shift[0] | uart_receiver.leds[0] | 0
max in group asynchronous | rst_n | uart_transmitter.tx | 2
min in group asynchronous | rst_n | uart_transmitter.baud_counter[1] | 2
## cells in the final DEF, fill, tap and decap left out, types with 3 or more instances in the layout
cell and instances:
xor2_1 7, and2_1 3, a21oi_1 6, clkbuf_8 9
o21ai_0 9, nor3_1 6, or4_1 3, o31ai_1 3
ha_1 8, clkinvlp_4 3, nor3b_1 3, nor4_1 4
mux2i_1 10, nand2b_1 3, o211ai_1 3, xnor2_1 4
edfxtp_1 21, buf_4 3, or3_1 3, nand2_1 46
nor2_1 32, and3_1 4, nand3_1 8, clkdlybuf4s50_1 12
inv_1 9, dfrtp_1 42, a21o_1 3
## routing by layer
layer / GRT usage (%) / share of wire (%)
met2: 28.5 / 44
met1: 33.0 / 51
met5: 0 / 0
met3: 3.48 / 2.8
met4: 2.68 / 1.5
## logic make-up (layout without fill, tap and decap cells)
| logic type | Yosys count | count (layout) | synth area share [%] |
|---|---|---|---|
| adder cells (fa/ha/maj) | 8 | 8 | 3.29 |
| multiplexers | 12 | 12 | 4.03 |
| flip-flops | 64 | 64 | 56.1 |
| AND/OR/NAND/NOR | 130 | 130 | 20.9 |
| XOR/XNOR | 11 | 11 | 3.16 |
| AND-OR/OR-AND | 41 | 41 | 9.95 |
| buffers and inverters | 19 | 41 | 2.59 |
## metrics by stage
step,cell area [µm²],utilization [%]
after floorplan,3040,-
after global placement,3240,55.1
final,3440,58.4
after detailed placement,3240,55.1
after global routing,3440,58.4
after CTS,3440,58.4
No activity file was given, so power comes from the tool's default toggle rates.
