## flow/config.mk

```make
export PLATFORM = sky130hd
export DESIGN_NAME = uart_echo_repeated
export DESIGN_NICKNAME = uart_echo_repeated
export VERILOG_FILES = /design/flow/design.v
export SDC_FILE = /design/flow/constraint.sdc
export NUM_CORES = 4
export LEC_CHECK = 1
export CORE_UTILIZATION = 50
```

## flow/constraint.sdc

```tcl
current_design uart_echo_repeated

set clk_period 3.7
set clk_io_pct 0.2

create_clock -name clk0 -period $clk_period [get_ports {clk}]

set non_clock_inputs [all_inputs -no_clocks]
set_input_delay [expr $clk_period * $clk_io_pct] -clock clk0 $non_clock_inputs
set_output_delay [expr $clk_period * $clk_io_pct] -clock clk0 [all_outputs]
```

## flow/design.v

```verilog
module uart_echo_repeated (
    input logic clk,           
    input logic rst_n,         
    input logic uart_rx,       
    output logic uart_tx,      
    output logic led_rx,       
    output logic led_tx,       
    output logic [7:0] leds
);
    parameter CLOCK_FREQ = 50000000;    
    parameter BAUD_RATE  = 115200;
    parameter BAUD_DIV   = CLOCK_FREQ / BAUD_RATE;
	parameter DELAY_VALUE = 10;   
    logic [7:0] rx_data;
    logic rx_done;
    logic tx_start;
    logic tx_busy;
    reg [7:0] data_buffer = 8'd0;       
    reg [3:0] tx_count = 4'd0;          
    reg [3:0] delay_counter = 0;        
    reg transmitting = 0;               
    uart_rx #(
        .BAUD_DIV(BAUD_DIV)
    ) uart_receiver (
        .clk(clk),
        .rst_n(rst_n),
        .rx(uart_rx),
        .data_out(rx_data),
        .data_valid(rx_done),
        .leds(leds)
    );
    uart_tx #(
        .BAUD_DIV(BAUD_DIV)
    ) uart_transmitter (
        .clk(clk),
        .rst_n(rst_n),
        .tx_start(tx_start),
        .data_in(data_buffer),   
        .tx_busy(tx_busy),
        .tx(uart_tx)
    );
    always_ff @(posedge clk or negedge rst_n) begin
        if (!rst_n) begin
            tx_start <= 1'b0;
            led_rx <= 1'b0;
            led_tx <= 1'b0;
            data_buffer <= 8'd0;
            tx_count <= 4'd0;
            transmitting <= 1'b0;
            delay_counter <= 0;
        end else begin
            if (rx_done && !transmitting) begin
                data_buffer <= rx_data;   
                tx_count <= 4'd0;         
                transmitting <= 1'b1;     
                led_rx <= 1'b1;           
            end
            if (transmitting) begin
                if (!tx_busy && !tx_start) begin
                    if (delay_counter < DELAY_VALUE) begin
                        delay_counter <= delay_counter + 1;
                        tx_start <= 1'b0;
                    end else begin
                        tx_start <= 1'b1;   
                        delay_counter <= 0;  
                    end
                end else if (tx_start && tx_busy) begin
                    tx_start <= 1'b0;   
                end
                if (!tx_busy && !tx_start && delay_counter == 0) begin
                    if (tx_count < 4'd9) begin
                        tx_count <= tx_count + 1;
                    end else begin
                        transmitting <= 1'b0;   
                        led_rx <= 1'b0;         
                    end
                end
            end
            if (tx_busy || tx_start) begin
                led_tx <= 1'b1;
            end else begin
                led_tx <= 1'b0;
            end
        end
    end
endmodule
module uart_rx #(
    parameter BAUD_DIV = 434   
) (
    input logic clk,
    input logic rst_n,
    input logic rx,
    output logic [7:0] data_out,
    output logic data_valid,
	 	output logic [7:0] leds
);
    logic [11:0] baud_counter;
    logic [3:0] bit_count;
    logic [7:0] rx_shift;
    logic rx_active;
    always_ff @(posedge clk or negedge rst_n) begin
        if (!rst_n) begin
            baud_counter <= 0;
            bit_count <= 0;
            rx_active <= 0;
            data_valid <= 0;
            rx_shift <= 8'b0;   
        end else begin
            if (!rx_active && !rx) begin
                rx_active = 1;
                baud_counter = BAUD_DIV / 2;
                bit_count = 0;
                rx_shift = 8'b0;   
            end else if (rx_active) begin
                if (baud_counter == 0) begin
                    baud_counter <= BAUD_DIV;
                    if (bit_count < 9) begin
                        rx_shift = {rx, rx_shift[7:1]};   
                        bit_count = bit_count + 1;
                    end else begin
                        rx_active <= 0;
                        data_out = rx_shift;  
								leds = rx_shift;
                        data_valid = 1;
                    end
                end else begin
                    baud_counter <= baud_counter - 1;
                end
            end else begin
                data_valid <= 0;
            end
        end
    end
endmodule
module uart_tx #(
    parameter BAUD_DIV = 434
) (
    input logic clk,
    input logic rst_n,
    input logic tx_start,
    input logic [7:0] data_in,
    output logic tx_busy,
    output logic tx
);
    logic [9:0] tx_shift;   
    logic [3:0] bit_count;
    logic [11:0] baud_counter;
    logic tx_active;
    always_ff @(posedge clk or negedge rst_n) begin
        if (!rst_n) begin
            tx_active <= 0;
            baud_counter <= 0;
            tx_busy <= 0;
            tx <= 1;   
        end else begin
            if (tx_start && !tx_active) begin
                tx_active <= 1;
                tx_shift <= {1'b1, data_in, 1'b0};   
                baud_counter <= BAUD_DIV;
                bit_count <= 0;
                tx_busy <= 1;
            end else if (tx_active) begin
                if (baud_counter == 0) begin
                    baud_counter <= BAUD_DIV;
                    tx <= tx_shift[0];   
                    tx_shift <= {1'b1, tx_shift[9:1]};   
                    bit_count <= bit_count + 1;
                    if (bit_count == 9) begin   
                        tx_active <= 0;
                        tx_busy <= 0;
                    end
                end else begin
                    baud_counter <= baud_counter - 1;
                end
            end
        end
    end
endmodule
```

## flow/run.sh

```bash
#!/bin/bash
# OpenROAD 26Q1-2900-gdf79404cd8, Yosys 0.63+post, stock flow scripts
make -C /OpenROAD-flow-scripts/flow DESIGN_CONFIG=/design/flow/config.mk WORK_HOME=/design/flow/orfs finish
```

==> notes.md <==
This memo summarizes the results of the implementation run.

Floorplanning
The chip occupies 8020 µm². The initialized floorplan defines 31 standard-cell rows. The die is 89.6 µm wide. The die is 89.6 µm tall. For this configuration, the core starts out at a cell density of 52.3%. In this run the standard cell core region covers 7330 µm². According to the I/O placement log, the pin count is 14.

Critical path
The type of origin of the critical path is a register. The worst path arrival time is 2.31 ns. The cell sequence reported for the critical path is nor4_1 -> nand4_1 -> and2_0 -> nor2b_1 -> buf_4. The slowest library cell on the worst path is nor4_1. The worst setup path is of the register to register kind. Along the worst path, the maximum fanout reaches 13.

The critical path required time is 3.75 ns. The buffer-and-inverter tally for the worst setup path is 1. Broken down by cell family, the worst path's largest delay share belongs to simple AND/OR/NAND/NOR gates. The longest incremental delay of any stage on the critical path is reported as 0.57 ns.

The critical path endpoint category is a register.

Place
At the end of routability-driven placement, the weighted congestion stood at 0.827. The minimum setup slack after placement is 1.36 ns. The placed instances occupy a cell area of 4070 µm². The detailed placer's ending HPWL is 4660 µm. The count of buffers added on input and output ports is 13.

Synthesis
After synthesis, flip-flops and latches occupy 56.3% of the total area. After synthesis, the chip area reported by Yosys is 3830 µm². Post-synth the commonest register cell is dfrtp_1.

The post-synthesis instance area is 3830 µm². Counting the warning lines in the Yosys log gives 3. The number of synthesized register bits is 82.

In the post-synthesis netlist, the biggest area contributors are dfrtp_1 (39%), edfxtp_1 (16%), nand2_1 (7.9%). In this run the biggest area consumer among cell types represents 39.2% of the synthesized area. Summed over all instances, the cell type with the most area after synthesis is dfrtp_1.

The count of distinct cell types in the synthesized netlist is 51. The yosys stat cell total is 371. Per the synth stats, the proportion of register bits with asynchronous set or reset is 74.4%.

The post-synth count of flops with an enable pin is 21. The average cell area after synthesis is 10.3 µm². Synthesis produced a netlist whose cell count is 371.

Route
The number of remaining DRC errors is 0. After the first detailed-routing iteration, the DRC count stood at 88. The number of detailed-route iterations in the first pass is 4. Once detail routing completed, the nets flagged for antenna violations numbered 0.

Per the detail_route report, vias per standard cell equal 5.20. The wire length per cell is 13.3 µm. The detailed router reported a total wirelength of 6580 µm. The total vias in the final route is 2567. The final antenna diode count is 0.

STA
The final timing report gives a worst setup slack of 1.44 ns. The worst-case clock skew is 0.00664 ns. For the final routed database, the setup TNS stands at 0 ns. The final max-slew violation count recorded for this run is 0. The final timing report derives a shortest allowable period of 2.26 ns. The pin closest to its max-slew limit shows a slew of 0.746 ns. The hold violation count in the final report is 0. The worst slew margin relative to its limit is 49.8%. Endpoints with negative setup slack in the final report add up to 0.

The maximum clock frequency is 442 MHz. After layout, the worst path uses 61.2% of the clock period. Setup repair after global routing left no endpoint under its margin.

Worst hold path
The kind of path behind the tightest hold check is input pin to asynchronous set/reset pin.

GRT
The number of antenna violations at the first check in global routing is 0. The first-pass GRT wire length is 11000 µm. Summed over all layers, the global routing overflow is 0. The maximum number of pins on one net before global-route repair is 53. The global router's overall resource usage is 18.4%. The via count of the first global-routing pass is 2442.

Outcome
The run finished with clean final reports.

CTS
The H-tree depth is 3. Post-CTS repair changed the size of 0 cells. For the worst-skew pair, the clock arrives at the later sink with an insertion delay of 0.35 ns. The longest clock path from root to sink contains 2 buffers.

TritonCTS built the clock tree. The number of CTS-inserted buffers is 9. The report puts the hold buffer count at CTS at 0.

The clock root buffer master is clkbuf_8. The clock sink count is 82. The buffers inserted during post-CTS setup optimization is 0. The clock-pin slew of the registers on the worst-case setup and hold paths is 0.08 ns.

Job
Across the run, the number of max-cap violations was 0. In this run the tools logged warnings totalling 31.

Power and ir drop
IR analysis of the VDD net gives a maximum drop of 0.000304 V. The power density relative to cell area is 465 nW/µm². The leakage component of the power was reported as 1.92 nW.

Layout
The share of final-layout standard cells stronger than drive strength 1 is 8.10%. The area added between synthesis and finish is 10.8%. The final non-filler cell area is 4250 µm².
## cells in the final DEF (no fill, tap or decap), types with 9 or more instances in the layout
cell type,instances
clkbuf_8,9
clkdlybuf4s50_1,12
nand3_1,10
nand2_1,81
o21ai_0,22
a21oi_1,9
nor3_1,9
mux2i_1,11
dfrtp_1,60
edfxtp_1,21
inv_1,24
ha_1,13
nor2_1,24
## cell type report
| type | instances | area (µm²) |
|---|---|---|
| well taps | 99 | 124 |
| clock inverters | 7 | 52.6 |
| flip-flops and latches | 82 | 2160 |
| clock buffers | 9 | 124 |
| repair buffers | 16 | 148 |
| fillers | 604 | 3090 |
| multi-input cells | 257 | 1550 |
| inverters | 24 | 90.1 |
## logic make-up (layout without fill, tap and decap cells)
| family | count (synthesis) | count (layout) | synth area share [%] |
|---|---|---|---|
| buffers and inverters | 32 | 56 | 3.26 |
| and+or+nand+nor | 164 | 164 | 20.7 |
| adders and majority gates | 13 | 13 | 4.24 |
| DFF | 82 | 82 | 56.3 |
| AOI/OAI and AO/OA | 54 | 54 | 8.75 |
| muxes | 15 | 15 | 4.24 |
| xor gates and xnor gates | 11 | 11 | 2.51 |
## Yosys cell counts, drive strengths merged (5+ instances only)
library cell and count:
nand2 83, dfrtp 60, inv 24, nor2 24, o21ai 22, edfxtp 21
ha 13, mux2i 11, nand3 10, a21oi 9, nor3 9, clkbuf 6
nor4 6, xor2 6, xnor2 5
## flip-flops by register name, summed over array words and instances, names as in the netlist
signal                         count
uart_receiver.baud_counter        12
uart_transmitter.baud_counter     12
uart_transmitter.tx_shift          9
data_buffer                        8
uart_receiver.leds                 8
uart_receiver.rx_shift             8
delay_counter                      4
tx_count                           4
uart_receiver.bit_count            4
uart_transmitter.bit_count         4
led_rx                             1
led_tx                             1
transmitting                       1
tx_start                           1
uart_receiver.data_valid           1
uart_receiver.rx_active            1
uart_transmitter.tx                1
uart_transmitter.tx_active         1
uart_transmitter.tx_busy           1
## through the flow
stage,power (W),utilization (%),hold WS (ns),cells
2_1_floorplan,0.00133,-,0.415,371
3_3_place_gp,0.00141,55.5,0.436,478
6_report,0.00198,57.9,0.265,494
5_1_grt,0.00208,57.9,0.271,494
3_5_place_dp,0.00141,55.5,0.431,478
4_1_cts,0.00200,57.9,0.258,494
## power breakdown
part / switching [W] / internal (W) / total [W] / leakage [nW]
sequential: 0.000110 / 0.00102 / 0.00113 / 0.976
combinational: 0.000141 / 0.000121 / 0.000262 / 0.863
clock: 0.000337 / 0.000247 / 0.000584 / 0.0799
## layer usage
metal  vias up  routed length (µm)  GRT usage (%)
met5         -                   0              0
met3        12                 124           2.34
li1       1333                   -              -
met2        25                3150           30.5
met4         0                 108           2.60
met1      1197                3200           28.7
## worst paths after layout
kind	start	to	slack [ns]	depth (start not counted)
setup / recovery	uart_transmitter.baud_counter[4]	uart_transmitter.bit_count[2]	1.44	5
hold / removal	rst_n	uart_transmitter.baud_counter[2]	0.26	1
setup reg to reg	uart_transmitter.baud_counter[4]	uart_transmitter.bit_count[2]	1.44	5
hold reg to reg	uart_receiver.rx_shift[0]	uart_receiver.leds[0]	0.45	0
max in group asynchronous	rst_n	tx_count[3]	2.49	2
min in group clk0	uart_receiver.rx_shift[0]	uart_receiver.leds[0]	0.45	0
Power and IR drop assume default switching activity.
